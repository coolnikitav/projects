==> ./run.sh <==
#!/bin/bash
# OpenROAD 26Q1-2900-gdf79404cd8, Yosys 0.63+post, stock flow scripts
make -C /OpenROAD-flow-scripts/flow DESIGN_CONFIG=/design/flow/config.mk WORK_HOME=/design/flow/orfs finish
==> ./config.mk <==
export PLATFORM = sky130hd
export DESIGN_NAME = uart
export DESIGN_NICKNAME = uart
export VERILOG_FILES = /design/flow/design.v
export SDC_FILE = /design/flow/constraint.sdc
export NUM_CORES = 4
export LEC_CHECK = 1
export CORE_AREA = 10 10 73 73
export DIE_AREA = 0 0 83 83
export SYNTH_HDL_FRONTEND = slang
==> ./constraint.sdc <==
current_design uart

set clk_period 1.5
set clk_io_pct 0.2

create_clock -name clk0 -period $clk_period [get_ports {clk}]

set non_clock_inputs [all_inputs -no_clocks]
set_input_delay [expr $clk_period * $clk_io_pct] -clock clk0 $non_clock_inputs
set_output_delay [expr $clk_period * $clk_io_pct] -clock clk0 [all_outputs]
==> ./design.v <==
package e_w_control_pkg;
    function automatic logic [1:0] w_control (input bit [15:0] IR);
        if (IR[13:12] == 2'b01)
            return 2'b00;
        else if (IR[15:12] == 4'b1110)
            return 2'b10;
    endfunction
    function automatic logic [5:0] e_control (input bit [15:0] IR);
        if (IR[15:12] == 4'b0001) begin
            if (IR[5] == 1'b0)
                return 6'b000001;
            else if (IR[5] == 1'b1)
                return 6'b000000;
        end else if (IR[15:12] == 4'b0101) begin
            if (IR[5] == 1'b0)
                return 6'b010001;   
            else if (IR[5] == 1'b1)
                return 6'b010000;    
        end else if (IR[15:12] == 4'b1001) begin
            return 6'b100000;
        end else if (IR[15:12] == 4'b1110) begin
            return 6'b000110;
        end
    endfunction
endpackage
`timescale 1ns / 1ps
module parity(
    input clk,
    input reset,
    input data,
    output reg odd
    );
    always @ (posedge clk)
        if (reset)
            odd <= 0;
        else if (data)
            odd <= ~odd;           
endmodule
`timescale 1ns / 1ps
module uart
    #(parameter DATA_WIDTH = 8)
    (input clk,
     input data,
     input reset,
     output [DATA_WIDTH-1:0] out_byte,
     output done
     );
     parameter IDLE=0,START=1,DATA=2,PARITY=3,STOP=4,ERROR=5;
     reg [2:0] state,next_state;
     reg [7:0] out_byte_reg;
     wire parity_bit_reg;   
     parity p0(clk,state!=DATA && state!=PARITY,data,parity_bit_reg);
     always @ (*)
        case (state)
            IDLE: next_state = (!data) ? START : IDLE;
            START: next_state = DATA;
            DATA: next_state = (count == 3'd7) ? PARITY : DATA;
            PARITY: next_state = data ? STOP : ERROR;
            STOP: next_state = (!data) ? START : IDLE;
            ERROR: next_state = data ? IDLE : ERROR;
        endcase
     reg [2:0] count = 0;    
     always @ (posedge clk)
        if (state == DATA)
            count <= count + 1;
        else
            count <= 0;
    always @ (posedge clk)
        if (reset)
            state <= IDLE;
        else
            state <= next_state;
    always @ (posedge clk)
        if (next_state == DATA) begin
            out_byte_reg[0] <= out_byte_reg[1];
            out_byte_reg[1] <= out_byte_reg[2];
            out_byte_reg[2] <= out_byte_reg[3];
            out_byte_reg[3] <= out_byte_reg[4];
            out_byte_reg[4] <= out_byte_reg[5];
            out_byte_reg[5] <= out_byte_reg[6];
            out_byte_reg[6] <= out_byte_reg[7];
            out_byte_reg[7] <= data;
        end   
     assign done = (state == STOP && parity_bit_reg);    
     assign out_byte = done ? out_byte_reg : 8'b0;
endmodule
==> metrics.csv <==
stage,metric,value,unit
outcome,status,"finished, violations left",
outcome,violations,negative setup slack,
timing,final.setup.tns,-1.26,ns
route,first_iter_violations,19,
critical_path,crit_path_start_kind,register,
finish,largest_reg_flops,8,
timing,max-slew-margin-rel,82.9,%
job,max_cap_violations,0,
finish,nFillCells,391,
grt,grt_max_degree,10,
clocking,root_buffer,clkbuf_8,
clocking,clk_latency,0.24,ns
synth,flop_cell,edfxtp_1,
synth,area_leaders,"edfxtp_1 (36%), dfxtp_1 (21%), and2_1 (7.4%)",
floorplan,dieArea,6890,µm²
synth,async_reset_ff_share,0,%
grt,gr-total-overflow,0,
critical_path,cp_data_required_time,1.20,ns
grt,grt_pass1_wl,2040,µm
floorplan,initCoreUtil,17.9,%
critical_path,cp.arrival,1.43,ns
power,p_clk_share,34.8,%
synth,synthesis.instances,52,
power,combPwrFrac,9.4,%
route,antennaDiodeCount,0,
synth,ys.warnings.count,0,
timing,setup_viol,9,
finish,post_route_cells_drive_above_1_share,48.7,%
synth,ys_cells,52,
route,drt-wirelength-per-cell,9.41,µm
job,warnings,27,
floorplan,core_area,3740,µm²
grt,track_usage,3.46,%
route,ant_nets,0,
finish,area_delta_synth_final,51.0,%
synth,syn_area_per_cell,12.9,µm²
placement,place.gp.congestion,0.764,
clocking,cts_inserted_buffers,3,
clocking,ctsHoldBuffers,0,
power,seqPwrFrac,55.9,%
placement,dp_hpwl,817,µm
timing,timing.fmax,0.578,GHz
timing,hold_viol,0,
power,p_leak,0.408,nW
power,netSwitchingPower,195,µW
synth,yosys.area.top_type_share,35.8,%
placement,portBuffers,11,
floorplan,ios,12,
grt,grt_pass1_vias,459,
route,post-route-drc-count,0,
worst_hold_path,hp-class,reg -> reg,
clocking,cts_buffer_depth,2,
clocking,cts_tree,built,
grt,antenna_found_initial,0,
floorplan,rows,22,
synth,synthTopCellsByCount,"and2_1 (8), edfxtp_1 (8), dfxtp_1 (7)",
critical_path,crit_type,reg -> out,
power,p_per_area,899,nW/µm²
synth,syn_area,672,µm²
floorplan,die_height,83,µm
timing,slew_violations,0,
synth,largest_area_cell,edfxtp_1,
power,swShare,21.4,%
synth,edf_count,8,
synth,synthDistinctLibCells,18,
timing,unclocked_pins,3,
synth,synth_flop_count,18,
timing,tightest_slew,0.255,ns
critical_path,crit_fanout,3,
route,routed_via_density,3.64,
floorplan,die_x,83,µm
synth,ys_area,672,µm²
timing,layout_setup_ws,-0.230,ns
power,ir_drop,0.837,mV
route,via_count,451,
timing,holdWs,0.429,ns
timing,unconstrained_endpoints,11,
route,routed_wl,1170,µm
timing,layout_min_cycle_time,1.73,ns
timing,rsz0062_at_grt,true,
timing,fin_crit_sh,115,%
timing,fin_worst_skew,0.00219,ns
clocking,clk_pin_slew,0.06,ns
clocking,cts_max_level,1,
critical_path,cp-end-kind,primary output,
route,first_pass_iters,2,
power,p_int,717,µW
==> critical path, stage by stage, from the launching register on <==
cell and delay, ns:
dfxtp_2 0.34, nor4bb_4 0.31, buf_4 0.18, buf_6 0.09
buf_6 0.08, and2_4 0.12, buf_6 0.07
==> cell families (layout without fill, tap and decap cells) <==
kind of cell / count (synthesis) / after routing / share of synthesized area [%]
latches: 3 / 3 / 6.70
fa+ha+maj: 2 / 2 / 3.72
xor+xnor: 2 / 2 / 2.61
buf+inv: 3 / 27 / 3.54
simple gates: 26 / 26 / 25.7
flops: 15 / 15 / 56.6
compound gates: 1 / 1 / 1.12
==> layout by cell type (no fill, tap or decap) <==
| cell type | n |
|---|---|
| o21a_1 | 1 |
| nor2b_1 | 4 |
| buf_4 | 6 |
| buf_2 | 2 |
| clkinv_2 | 1 |
| dfxtp_2 | 3 |
| dlxtp_1 | 3 |
| edfxtp_1 | 8 |
| buf_6 | 13 |
| clkdlybuf4s50_1 | 2 |
| nor4bb_1 | 2 |
| nor3b_1 | 4 |
| xnor2_1 | 2 |
| nand2b_1 | 2 |
| nand2_1 | 1 |
| and2_4 | 8 |
| dfxtp_1 | 4 |
| nor3_1 | 2 |
| nor2_1 | 1 |
| clkbuf_8 | 3 |
| or4_1 | 1 |
| nor4bb_4 | 1 |
| ha_1 | 2 |
==> routing by layer <==
layer / vias up / global-route usage (%) / routed length [µm]
met1: 206 / 4.33 / 574
met4: 0 / 0.154 / 0
li1: 228 / - / -
met2: 17 / 4.96 / 464
met3: 0 / 2.46 / 129
met5: - / 0 / 0
==> final timing paths <==
| path | start | end | slack (ns) | cells after the start |
|---|---|---|---|---|
| max | state[0] | out_byte[7] | -0.23 | 6 |
| min | count[0] | count[0] | 0.43 | 1 |
| max reg2reg | count[0] | count[2] | 0.48 | 3 |
| min reg2reg | count[0] | count[0] | 0.43 | 1 |
==> through the flow <==
stage	power, mW	std cells	setup slack, ns	utilization [%]	cell area [µm²]
after floorplan	0.565	52	0.283	-	672
after global placement	0.593	114	-0.164	23.1	863
after detailed placement	0.595	114	-0.160	23.1	863
after CTS	0.922	124	-0.229	25.9	971
after global routing	0.953	124	-0.326	27.1	1010
final	0.912	124	-0.230	27.1	1010
==> power by group through the flow <==
stage	Clock [mW]	Sequential (mW)	Combinational [mW]
4_1_cts	0.327	0.509	0.0862
5_1_grt	0.342	0.516	0.0952
6_report	0.317	0.510	0.0853
==> final cells by class <==
cell class	instances	area (µm²)	share of cell area, %
clock buffer	3	41.3	4.07
clock inverter	1	5.00	0.493
multi-input combinational	31	258	25.4
sequential	18	429	42.3
tap	48	60.1	5.92
timing repair buffer	23	221	21.8
==> what timing repair did <==
item / 4_1_cts / 5_1_grt
pin swaps: 9 / 1
cloned: 1 / 0
gates resized: 45 / 9
setup buffers: 5 / 0
endpoints found under the setup margin: 9 / 9
Power is estimated from default activity; no workload was simulated.
