==> ./design.v <==
package e_w_control_pkg;
    function automatic logic [1:0] w_control (input bit [15:0] IR);
        if (IR[13:12] == 2'b01)
            return 2'b00;
        else if (IR[15:12] == 4'b1110)
            return 2'b10;
    endfunction
    function automatic logic [5:0] e_control (input bit [15:0] IR);
        if (IR[15:12] == 4'b0001) begin
            if (IR[5] == 1'b0)
                return 6'b000001;
            else if (IR[5] == 1'b1)
                return 6'b000000;
        end else if (IR[15:12] == 4'b0101) begin
            if (IR[5] == 1'b0)
                return 6'b010001;   
            else if (IR[5] == 1'b1)
                return 6'b010000;    
        end else if (IR[15:12] == 4'b1001) begin
            return 6'b100000;
        end else if (IR[15:12] == 4'b1110) begin
            return 6'b000110;
        end
    endfunction
endpackage
`timescale 1ns / 1ps
module clock_divider(
    input clk,
    input areset,
    output reg clk_div
    );
    reg [9:0] counter = 10'd0;
    parameter DIVISOR = 10'd325;  
    always @ (posedge clk, posedge areset) begin
        if (areset) begin
            counter <= 0;
            clk_div <= 0;
        end 
        else if (counter == (DIVISOR-1)) begin
            counter <= 0;
            clk_div <= ~clk_div;
        end
        else begin
            counter <= counter + 1;
        end
     end
endmodule
==> ./run.sh <==
#!/bin/bash
# OpenROAD 26Q1-2900-gdf79404cd8, Yosys 0.63+post, stock flow scripts
make -C /OpenROAD-flow-scripts/flow DESIGN_CONFIG=/design/flow/config.mk WORK_HOME=/design/flow/orfs finish
==> ./config.mk <==
export PLATFORM = sky130hd
export DESIGN_NAME = clock_divider
export DESIGN_NICKNAME = clock_divider
export VERILOG_FILES = /design/flow/design.v
export SDC_FILE = /design/flow/constraint.sdc
export NUM_CORES = 4
export LEC_CHECK = 1
export CORE_AREA = 10 10 79 79
export DIE_AREA = 0 0 89 89
export SYNTH_HDL_FRONTEND = slang
==> ./constraint.sdc <==
current_design clock_divider

set clk_period 1.8
set clk_io_pct 0.2

create_clock -name clk0 -period $clk_period [get_ports {clk}]

set non_clock_inputs [all_inputs -no_clocks]
set_input_delay [expr $clk_period * $clk_io_pct] -clock clk0 $non_clock_inputs
set_output_delay [expr $clk_period * $clk_io_pct] -clock clk0 [all_outputs]
==> results_slide.txt <==
Flow Results at a Glance

Global route
  • Antenna violations before repair: 0
  • GRT overflow: 0
  • Pin count of the biggest net entering global routing: 12
  • Vias in the first global route: 317
  • GRT Overall Usage: 2.27%
  • First-pass GRT wire length: 1.43 mm

Final timing
  • Setup_tns: 0 ns
  • Final Hold Fails: 0
  • Minimum clock period: 1.47 ns
  • Crit share post-route: 81.7%
  • Slew Limit Fails: 0
  • WHS: 0.400 ns
  • FMAX: 0.680 GHz
  • Worst-margin pin slew: between 0.3 and 0.4 ns
  • Normalized max-slew margin: around three quarters
  • RSZ-0062 raised after global routing: no
  • # setup viols final: 0
  • Final Skew: 0.00262 ns

Setup path
  • R2R Path End: clk_div
  • CP max FO: 6
  • CP Capture Type: flop
  • Worst R2R Setup Slack: 0.33 ns
  • Crit path DAT: around 1.6 ns
  • Critical path class: reg -> reg
  • Top Family by Delay on Critical Path: simple AND/OR/NAND/NOR gates
  • Crit path launch type: flop
  • CP Cell Sequence: or4b_4 -> nor3_4 -> xor2_1
  • Setup crit end: clk_div
  • Reg2reg path depth: 3
  • Stages on worst setup path: 3
  • CP max stage delay: ~0.57 ns
  • Reg-to-reg startpoint: counter[5]
  • CP Launch Point: counter[5]
  • CP Data Required Time: 1.96 ns
  • Bufs and invs on worst path: 0
  • Slowest-stage cell, CP: or4b_4

Placement
  • Routability Congestion: ~0.86
  • Post-place instance area: 609 um^2
  • Port Buf Inserts: 2
  • Post-DP HPWL: 613 um

Synth
  • YS chip area: 527 um^2
  • Synthesized area per cell: 11.5 um^2
  • Post-Syn Area: 527 um^2
  • Async SR Flop Fraction: 100%
  • Mapped Cells: 46
  • Post-synth seq share: roughly 52%
  • Post-synth EDFFs: 0
  • Yosys cell count: 46
  • Synth unique cells: 20
  • Most used DFF post-synth: dfrtp_1
  • Post-synth regs: 11
  • Yosys Warn Count: 0

Floorplan
  • Num rows: 25
  • Die width: 89 um
  • Io pins: 3
  • Die height: 89 um
  • Die area: 7920 um^2
  • Fp_density: 11.3%
  • Core area: roughly 4700 um^2

Route
  • Diode count: 0
  • WL/cell: approximately 7.9 um
  • Post-route ant nets: 0
  • Final WL: 826 um
  • DR DRC count: 0
  • Via count: 326
  • TritonRoute pass-1 iters: 4
  • Vias per cell: 3.10
  • Initial DRC count: 1

Cells and area
  • Area delta synth->final: 24.2%
  • Register area: approximately 280 um^2
  • Most frequent logic cell in the layout: dfrtp_1
  • Layout cells sized above 1: about a tenth
  • Comb gate area: around 230 um^2
  • Filler cells: 501
  • Post-Route Utilization: 14.0%
  • Most numerous logic cells after layout: dfrtp_1, inv_1, xnor2_1, xor2_1
  • Design area: 654 um^2

Run status
  • Status: finished, final reports clean

CTS
  • CTS root buf: clkbuf_8
  • Clock buffer depth: 2
  • Worst skew pair latency: 0.24 ns
  • CTS tree: built
  • CTS Sinks: 11
  • Num CTS Buffers: 3
  • H-tree levels: 1
  • Hold-fix buffer count after cts: 0
  • CTS clk-pin slew, worst paths: ~0.05 ns
  • Post-CTS Resized: 0
  • Post-CTS Setup Bufs: 0

Job
  • Max Cap Violations: 0
  • Tool warnings: 26

Power
  • Pwr Total: approximately 0.50 mW
  • Worst VDD drop: 0.000337 V
  • Static Leakage: 0.283 nW
  • Power density over the cells: between 700 and 800 nW/um^2

Min path
  • Tightest Hold Check Type: in -> async
routing by layer:
metal,track usage [%],vias up,routed length [um]
li1,-,165,-
met2,3.19,7,353
met4,0.867,0,38
met5,0,-,0
met3,0.918,5,51
met1,3.04,149,383
cell usage after synthesis, types with 2 or more instances:
cell | number | share of area, %
dfrtp_1 | 11 | 52
ha_1 | 2 | 4.7
inv_1 | 4 | 2.8
nand3_1 | 2 | 1.9
nand4_1 | 3 | 3.6
nor2_1 | 3 | 2.1
o21ai_0 | 2 | 1.9
xnor2_1 | 4 | 6.7
xor2_1 | 4 | 6.7
worst register-to-register path, delay by kind of cell (launching register included):
family | cells | cell delay [ns]
XOR/XNOR | 1 | 0.17
AND/OR/NAND/NOR | 2 | 0.81
flip-flops | 1 | 0.42
state kept, by name (all words and copies together) (netlist names):
name,flops
clk_div,1
counter,10
power breakdown:
part | switching (mW) | total, mW | internal [mW]
clock | 0.0919 | 0.247 | 0.155
combinational | 0.00456 | 0.00657 | 0.00201
sequential | 0 | 0.248 | 0.248
total | 0.0964 | 0.502 | 0.405
kinds of logic (layout without fill, tap and decap cells):
family	after synthesis	count (layout)	share of synthesized area (%)
muxes	1	1	1.90
xor gates and xnor gates	8	8	13.3
and+or+nand+nor	16	16	21.1
adders and majority gates	2	2	4.75
buffers and inverters	5	10	3.80
DFF	11	11	52.3
AOI/OAI and AO/OA	3	3	2.85
final cells by class:
type                       instances  area share, %
sequential                        11           42.1
multi-input combinational         30           35.4
tap                               54           10.3
clock buffer                       4           6.88
timing repair buffer               2           3.06
inverter                           4           2.29
worst min-delay path by stage:
stage	start	endpoint	slack [ns]	cells past startpoint
finish	areset	counter[8]	0.40	2
global route	areset	counter[6]	0.44	2
CTS	areset	counter[8]	0.42	2
stage by stage:
| stage | worst slack, ns | cells |
|---|---|---|
| 6_report | 0.330 | 105 |
| 5_1_grt | 0.255 | 105 |
| 4_1_cts | 0.332 | 105 |
| 3_5_place_dp | 0.345 | 101 |
| 3_3_place_gp | 0.361 | 101 |
| 2_1_floorplan | 0.408 | 46 |
Power figures rest on the tool's default switching activity, not on a simulated workload.
